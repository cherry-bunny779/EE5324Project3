## run.sh

```bash
#!/bin/bash
# OpenROAD 26Q1-2900-gdf79404cd8, Yosys 0.63+post, stock flow scripts
make -C /OpenROAD-flow-scripts/flow DESIGN_CONFIG=/design/flow/config.mk WORK_HOME=/design/flow/orfs finish
```

## config.mk

```make
export PLATFORM = sky130hd
export DESIGN_NAME = conv_pool
export DESIGN_NICKNAME = conv_pool
export VERILOG_FILES = /design/flow/design.v
export SDC_FILE = /design/flow/constraint.sdc
export NUM_CORES = 4
export LEC_CHECK = 1
export CORE_UTILIZATION = 40
export SYNTH_HDL_FRONTEND = slang
```

## constraint.sdc

```tcl
current_design conv_pool

set clk_period 18.0
set clk_io_pct 0.2

create_clock -name clk0 -period $clk_period [get_ports {clk}]

set non_clock_inputs [all_inputs -no_clocks]
set_input_delay [expr $clk_period * $clk_io_pct] -clock clk0 $non_clock_inputs
set_output_delay [expr $clk_period * $clk_io_pct] -clock clk0 [all_outputs]
```

## design.v

```verilog
module conv_pool (
    input  logic        clk,
    input  logic        rst,
    input  logic [127:0] image_4x4,                 
    input  logic [71:0]  conv_kernel_0,             
    input  logic [71:0]  conv_kernel_1,		    
    input  logic [71:0]  conv_kernel_2,
    input  logic [1:0]   shift,                     
    input  logic         input_re,                  
    input  logic [15:0]  input_addr,                
    output logic         output_we_0,               
    output logic [15:0]  output_addr_0,             
    output logic         output_we_1,
    output logic [15:0]  output_addr_1,
    output logic         output_we_2,
    output logic [15:0]  output_addr_2,
    output logic [7:0]   y_0,                       
    output logic [7:0]   y_1,
    output logic [7:0]   y_2
);
    logic [127:0] image_4x4_ffd;                 
    logic [71:0]  conv_kernel_0_ffd;             
    logic [71:0]  conv_kernel_1_ffd;
    logic [71:0]  conv_kernel_2_ffd;
    logic [1:0]   shift_ffd;                     
    logic         input_re_ffd;                  
    logic [15:0]  input_addr_ffd;                 
always_ff @(posedge clk, negedge rst) begin
    if (!rst) begin
        image_4x4_ffd     <= '0;
        conv_kernel_0_ffd <= '0;
        conv_kernel_1_ffd <= '0;
        conv_kernel_2_ffd <= '0;
        shift_ffd         <= '0;
        input_re_ffd      <= 1'b0;
        input_addr_ffd    <= '0;
    end else if (input_re) begin
        image_4x4_ffd     <= image_4x4;
        conv_kernel_0_ffd <= conv_kernel_0;
        conv_kernel_1_ffd <= conv_kernel_1;
        conv_kernel_2_ffd <= conv_kernel_2;
        shift_ffd         <= shift;
        input_re_ffd      <= input_re;
        input_addr_ffd    <= input_addr;
    end else begin
        image_4x4_ffd     <= image_4x4_ffd;
        conv_kernel_0_ffd <= conv_kernel_0_ffd;
        conv_kernel_1_ffd <= conv_kernel_1_ffd;
        conv_kernel_2_ffd <= conv_kernel_2_ffd;
        shift_ffd         <= shift_ffd;
        input_re_ffd      <= input_re_ffd;
        input_addr_ffd    <= input_addr_ffd;
    end
end
logic signed [21:0] c00_sum;
logic signed [21:0] c01_sum;
logic signed [21:0] c02_sum;
logic signed [21:0] c03_sum;
logic signed [21:0] c10_sum;
logic signed [21:0] c11_sum;
logic signed [21:0] c12_sum;
logic signed [21:0] c13_sum;
logic signed [21:0] c20_sum;
logic signed [21:0] c21_sum;
logic signed [21:0] c22_sum;
logic signed [21:0] c23_sum;
logic [7:0] c00_sat,c01_sat,c02_sat,c03_sat,
            c10_sat,c11_sat,c12_sat,c13_sat,
            c20_sat,c21_sat,c22_sat,c23_sat,
            max00,max01,max10,max11,max20,max21;
logic signed [21:0] c00_sum_shift, c01_sum_shift, c02_sum_shift,c03_sum_shift, c10_sum_shift, 
		c11_sum_shift, c12_sum_shift, c13_sum_shift, c20_sum_shift, c21_sum_shift, c22_sum_shift,c23_sum_shift;
always_comb begin
  c00_sum = 0; c01_sum = 0; c02_sum = 0; c03_sum = 0;
  c10_sum = 0; c11_sum = 0; c12_sum = 0; c13_sum = 0;
  c20_sum = 0; c21_sum = 0; c22_sum = 0; c23_sum = 0;
  for (int ky = 0; ky < 3; ky++) begin
    for (int kx = 0; kx < 3; kx++) begin
      automatic logic signed [8:0] px = $signed({1'b0, image_4x4_ffd[(ky)*32 + (kx)*8 +: 8]});
      c00_sum += (px * $signed({conv_kernel_0_ffd[((ky)*3 + (kx))*8 + 7], conv_kernel_0_ffd[((ky)*3 + (kx))*8 +: 8]}));
      c10_sum += (px * $signed({conv_kernel_1_ffd[((ky)*3 + (kx))*8 + 7], conv_kernel_1_ffd[((ky)*3 + (kx))*8 +: 8]}));
      c20_sum = c20_sum + (px * $signed({conv_kernel_2_ffd[((ky)*3 + (kx))*8 + 7], conv_kernel_2_ffd[((ky)*3 + (kx))*8 +: 8]}));
    end
  end
  for (int ky = 0; ky < 3; ky++) begin
    for (int kx = 0; kx < 3; kx++) begin
      automatic logic signed [8:0] px = $signed({1'b0, image_4x4_ffd[(ky)*32 + (kx+1)*8 +: 8]});
      c01_sum += (px * $signed({conv_kernel_0_ffd[((ky)*3 + (kx))*8 + 7], conv_kernel_0_ffd[((ky)*3 + (kx))*8 +: 8]}));
      c11_sum += (px * $signed({conv_kernel_1_ffd[((ky)*3 + (kx))*8 + 7], conv_kernel_1_ffd[((ky)*3 + (kx))*8 +: 8]}));
      c21_sum = c21_sum + (px * $signed({conv_kernel_2_ffd[((ky)*3 + (kx))*8 + 7], conv_kernel_2_ffd[((ky)*3 + (kx))*8 +: 8]}));
    end
  end
  for (int ky = 0; ky < 3; ky++) begin
    for (int kx = 0; kx < 3; kx++) begin
      automatic logic signed [8:0] px = $signed({1'b0, image_4x4_ffd[(ky+1)*32 + (kx)*8 +: 8]});
      c02_sum += (px * $signed({conv_kernel_0_ffd[((ky)*3 + (kx))*8 + 7], conv_kernel_0_ffd[((ky)*3 + (kx))*8 +: 8]}));
      c12_sum += (px * $signed({conv_kernel_1_ffd[((ky)*3 + (kx))*8 + 7], conv_kernel_1_ffd[((ky)*3 + (kx))*8 +: 8]}));
      c22_sum = c22_sum + (px * $signed({conv_kernel_2_ffd[((ky)*3 + (kx))*8 + 7], conv_kernel_2_ffd[((ky)*3 + (kx))*8 +: 8]}));
    end
  end
  for (int ky = 0; ky < 3; ky++) begin
    for (int kx = 0; kx < 3; kx++) begin
      automatic logic signed [8:0] px = $signed({1'b0, image_4x4_ffd[(ky+1)*32 + (kx+1)*8 +: 8]});
      c03_sum += (px * $signed({conv_kernel_0_ffd[((ky)*3 + (kx))*8 + 7], conv_kernel_0_ffd[((ky)*3 + (kx))*8 +: 8]}));
      c13_sum += (px * $signed({conv_kernel_1_ffd[((ky)*3 + (kx))*8 + 7], conv_kernel_1_ffd[((ky)*3 + (kx))*8 +: 8]}));
      c23_sum = c23_sum + (px * $signed({conv_kernel_2_ffd[((ky)*3 + (kx))*8 + 7], conv_kernel_2_ffd[((ky)*3 + (kx))*8 +: 8]}));
    end
  end
  c00_sum_shift = c00_sum >>> shift_ffd+3;
  c01_sum_shift = c01_sum >>> shift_ffd+3;
  c02_sum_shift = c02_sum >>> shift_ffd+3;
  c03_sum_shift = c03_sum >>> shift_ffd+3;
  c10_sum_shift = c10_sum >>> shift_ffd+3;
  c11_sum_shift = c11_sum >>> shift_ffd+3;
  c12_sum_shift = c12_sum >>> shift_ffd+3;
  c13_sum_shift = c13_sum >>> shift_ffd+3;
  c20_sum_shift = c20_sum >>> shift_ffd+3;
  c21_sum_shift = c21_sum >>> shift_ffd+3;
  c22_sum_shift = c22_sum >>> shift_ffd+3;
  c23_sum_shift = c23_sum >>> shift_ffd+3;
end
always_comb begin
  c00_sat = (c00_sum_shift < 0) ? 8'h00 :
               (c00_sum_shift > 255) ? 8'hFF :
               c00_sum_shift[7:0];
  c01_sat = (c01_sum_shift < 0) ? 8'h00 :
               (c01_sum_shift > 255) ? 8'hFF :
               c01_sum_shift[7:0];
  c02_sat = (c02_sum_shift < 0) ? 8'h00 :
               (c02_sum_shift > 255) ? 8'hFF :
               c02_sum_shift[7:0];
  c03_sat = (c03_sum_shift < 0) ? 8'h00 :
               (c03_sum_shift > 255) ? 8'hFF :
               c03_sum_shift[7:0];
  c10_sat = (c10_sum_shift < 0) ? 8'h00 :
               (c10_sum_shift > 255) ? 8'hFF :
               c10_sum_shift[7:0];
  c11_sat = (c11_sum_shift < 0) ? 8'h00 :
               (c11_sum_shift > 255) ? 8'hFF :
               c11_sum_shift[7:0];
  c12_sat = (c12_sum_shift < 0) ? 8'h00 :
               (c12_sum_shift > 255) ? 8'hFF :
               c12_sum_shift[7:0];
  c13_sat = (c13_sum_shift < 0) ? 8'h00 :
               (c13_sum_shift > 255) ? 8'hFF :
               c13_sum_shift[7:0];
  c20_sat = (c20_sum_shift < 0) ? 8'h00 :
               (c20_sum_shift > 255) ? 8'hFF :
               c20_sum_shift[7:0];
  c21_sat = (c21_sum_shift < 0) ? 8'h00 :
               (c21_sum_shift > 255) ? 8'hFF :
               c21_sum_shift[7:0];
  c22_sat = (c22_sum_shift < 0) ? 8'h00 :
               (c22_sum_shift> 255) ? 8'hFF :
               c22_sum_shift[7:0];
  c23_sat = (c23_sum_shift < 0) ? 8'h00 :
               (c23_sum_shift > 255) ? 8'hFF :
               c23_sum_shift[7:0];
end
logic [7:0] y0_dff,y1_dff,y2_dff;
always_comb begin
  max00 = (c00_sat > c01_sat) ? c00_sat : c01_sat;
  max01 = (c02_sat > c03_sat) ? c02_sat : c03_sat;
  y0_dff = (max00 > max01) ? max00 : max01;
  max10 = (c10_sat > c11_sat) ? c10_sat : c11_sat;
  max11 = (c12_sat > c13_sat) ? c12_sat : c13_sat;
  y1_dff = (max10 > max11) ? max10 : max11;
  max20 = (c20_sat > c21_sat) ? c20_sat : c21_sat;
  max21 = (c22_sat > c23_sat) ? c22_sat : c23_sat;
  y2_dff = (max20 > max21) ? max20 : max21;
end
logic [15:0] output_addr_0_dff,output_addr_1_dff,output_addr_2_dff;
always_ff @(posedge clk, negedge rst)begin
  if(!rst)begin
    output_addr_0 <= 16'hFFFC;
    output_addr_1 <= 16'hFFFC;
    output_addr_2 <= 16'hFFFC;
  end else begin
    output_addr_0 <= output_addr_0+1;
    output_addr_1 <= output_addr_2+1;
    output_addr_2 <= output_addr_2+1;
  end
end
logic [3:0] output_we_0_offset,output_we_1_offset,output_we_2_offset;
always_ff @(posedge clk, negedge rst) begin
if(!rst)begin
  y_0 <= '0;
  y_1 <= '0;
  y_2 <= '0;
  output_we_0_offset <= 4'b0100;
  output_we_1_offset <= 4'b0100;
  output_we_2_offset <= 4'b0100;
end else if (output_we_0_offset[3] == 1) begin
  y_0 <= y0_dff;
  y_1 <= y1_dff;
  y_2 <= y2_dff;
  output_we_0_offset <= output_we_0_offset;
  output_we_1_offset <= output_we_1_offset;
  output_we_2_offset <= output_we_2_offset;
end else begin
  y_0 <= y0_dff;
  y_1 <= y1_dff;
  y_2 <= y2_dff;
  output_we_0_offset <= output_we_0_offset+1;
  output_we_1_offset <= output_we_1_offset+1;
  output_we_2_offset <= output_we_2_offset+1;
end
end
assign output_we_0 = output_we_0_offset[3];
assign output_we_1 = output_we_1_offset[3];
assign output_we_2 = output_we_2_offset[3];
endmodule
```

==> impl_metrics.csv <==
group,metric,value,unit
status,run_status,"finished clean",
synth,synth.yosys.num_cells,32000,
die,chip_area,734000,um2
detailed_routing,routed_vias,209000,
cts,clkSinkCount,414,
cells_and_area,area.growth.synth_to_final,6.78,%
synth,async_flop_share,100,%
worst_setup_path,path_max_fanout,37,
final_timing,setup-tns-final,0,ns
worst_setup_path,cp_num_buf_inv,10,
cells_and_area,final.fill_count,70400,
worst_setup_path,cp-start-kind,"flop",
final_timing,max_slew.worst_pin.slew,1.41,ns
placement,place_ws,2.16,ns
final_timing,hold_violations,0,
cts,cts_setup_buffers,0,
die,die.size.x,857,um
synth,post_synth_num_cell_types,100,
synth,postSynthAreaPerCell,9.15,um2
synth,post-synth-top-area-cell,"sky130_fd_sc_hd__fa_1",
synth,yosysWarningCount,0,
worst_setup_path,worstPathRequired,18.78,ns
detailed_routing,finalWirelength,1190000,um
detailed_routing,drt_first_pass_iters,6,
final_timing,setup_repair_after_global_routing_missed_its_margin,"false",
global_route,overall_fraction_of_global_route_tracks_in_use,35.1,%
worst_setup_path,crit_family,"adder cells",
final_timing,layout_min_cycle_time,16.23,ns
final_timing,fmaxAchievable,61.6,MHz
cells_and_area,final_layout_size_suffix_gt1_share,4.88,%
final_timing,finalSetupViolCount,0,
global_route,wire_length_of_the_first_global_routing_pass,1690000,um
cts,ctsResizeCount,0,
synth,yosys-top-cells-count,"sky130_fd_sc_hd__inv_1, sky130_fd_sc_hd__fa_1, sky130_fd_sc_hd__and2_1",
final_timing,timing.final.crit_share,90.2,%
final_timing,clock-skew-final,0.0658,ns
die,std_cell_rows,313,
synth,ys_dominant_reg_cell,"sky130_fd_sc_hd__dfrtp_1",
placement,portbufs,423,
synth,yosysChipArea,292000,um2
synth,top_cell,"sky130_fd_sc_hd__inv_1",
cts,clk_latency,0.94,ns
detailed_routing,antenna_left,0,
synth,synth.top_cells.by_area,"sky130_fd_sc_hd__fa_1, sky130_fd_sc_hd__ha_1, sky130_fd_sc_hd__inv_1, sky130_fd_sc_hd__and2_1, sky130_fd_sc_hd__dfrtp_1",
worst_setup_path,critPathMaxStageDelay,1.25,ns
detailed_routing,first_iter_violations,10900,
final_timing,timing.max_slew.rel_slack,5.70,%
worst_setup_path,cp_common_cell,"sky130_fd_sc_hd__fa_1",
cts,cts_htree_levels,3,
synth,netlist_area,292000,um2
synth,ys_seq_share,3.56,%
cts,clk_pin_slew_worst_paths,0.06,ns
die,floorplan.initialDensity,40.2,%
detailed_routing,drc,0,
global_route,global_route.overflow_total,0,
worst_setup_path,path_class,"flop to flop",
placement,gpl.final_weighted_congestion,1.05,
die,core_area,727000,um2
cts,number_of_cts_inserted_buffers,75,
job,warnings,122,
job,max_cap_violations,0,
synth,synth_cells,32000,
worst_setup_path,worst_path_max_delay_cell,"sky130_fd_sc_hd__dfrtp_4",
global_route,grt_start_max_net_pins,71,
final_timing,number_of_pins_exceeding_their_max_slew_limit_in_the_final_report,0,
final_timing,hold-worst-slack,0.478,ns
worst_setup_path,worstSetupEndpointType,"flop",
synth,number_of_enable_flip_flop_cells,0,
global_route,via_count_of_the_first_global_routing_pass,227000,
synth,numSynthFlops,414,
detailed_routing,vias_per_cell,5.02,
die,die_height,857,um
worst_hold_path,hold_path_class,"flop to flop",
cts,ctsHoldBuffers,0,
cts,clock-root-buffer,"sky130_fd_sc_hd__clkbuf_16",
final_timing,layout_setup_ws,1.77,ns
placement,detailed_place_hpwl,992000,um
cts,tritoncts,"built",
worst_setup_path,worstPathArrival,17.01,ns
detailed_routing,wl_per_cell,28.6,um
cts,cts_buffer_depth,4,
global_route,number_of_antenna_violations_at_the_first_check_in_global_routing,140,
synth,yosysTopAreaCellShare,46.9,%
die,io-pin-count,440,
## flip-flops by register name, summed over array words and instances (netlist names)
name,count
y_0,8
shift_ffd,2
y_2,8
conv_kernel_2_ffd,72
y_1,8
image_4x4_ffd,128
output_we_0_offset,4
output_we_1_offset,4
conv_kernel_0_ffd,72
output_addr_1,16
output_addr_0,16
output_we_2_offset,4
conv_kernel_1_ffd,72
## final timing paths
path	start	slack (ns)	cells past startpoint	endpoint
min	output_we_2_offset[3]	0.48	1	output_we_2_offset[3]
min reg2reg	output_we_2_offset[3]	0.48	1	output_we_2_offset[3]
max	image_4x4_ffd[43]	1.77	47	y_1[6]
max reg2reg	image_4x4_ffd[43]	1.77	47	y_1[6]
max in group asynchronous	rst	12.60	5	conv_kernel_1_ffd[7]
min in group asynchronous	rst	2.59	1	conv_kernel_1_ffd[39]
## metal layers
layer	vias to the layer above	track usage, %	share of wire, %	wire length (um)
met4	42	22.7	9.2	109000
met1	105000	41.0	33	392000
met2	9772	52.1	45	539000
met3	2157	17.4	12	144000
met5	-	1.38	0.16	1940
li1	91600	-	-	-
## layout by cell type (no fill, tap or decap), types with 67 or more instances in the layout
cell	Yosys	routed
sky130_fd_sc_hd__nor2b_1	232	231
sky130_fd_sc_hd__o21ai_0	208	207
sky130_fd_sc_hd__buf_4	16	807
sky130_fd_sc_hd__a21oi_1	305	305
sky130_fd_sc_hd__o21a_1	79	79
sky130_fd_sc_hd__inv_1	9413	9407
sky130_fd_sc_hd__and2_1	4007	4007
sky130_fd_sc_hd__mux2_2	360	360
sky130_fd_sc_hd__clkdlybuf4s50_1	0	421
sky130_fd_sc_hd__a211oi_1	70	69
sky130_fd_sc_hd__a21o_1	105	105
sky130_fd_sc_hd__nand2_1	2424	2423
sky130_fd_sc_hd__nand2b_1	227	227
sky130_fd_sc_hd__diode_2	0	213
sky130_fd_sc_hd__nand3_1	109	109
sky130_fd_sc_hd__clkbuf_16	0	75
sky130_fd_sc_hd__mux2i_1	108	108
sky130_fd_sc_hd__xor2_1	68	68
sky130_fd_sc_hd__xnor2_1	132	131
sky130_fd_sc_hd__fa_1	6851	6851
sky130_fd_sc_hd__dfrtp_1	383	262
sky130_fd_sc_hd__ha_1	3541	3540
sky130_fd_sc_hd__nor2_1	797	793
sky130_fd_sc_hd__nor3_1	67	67
## stage by stage
step / cell area (um2) / utilization, % / instances
final: 312000 / 42.9 / 41600
after global routing: 312000 / 42.9 / 41400
after CTS: 312000 / 42.8 / 41300
after detailed placement: 309000 / 42.5 / 41200
after global placement: 309000 / 42.5 / 41200
after floorplan: 292000 / - / 32000
## final cells by class
type	count	area (um2)	share of cell area (%)
diodes	213	533	0.171
clock buffers	94	2030	0.650
clock inverters	38	422	0.135
inverters	9426	35400	11.3
multi-input cells	20500	241000	77.1
flip-flops and latches	414	10700	3.43
well taps	9607	12000	3.85
repair buffers	1241	10500	3.37
## worst register-to-register path, delay by kind of cell (launching register included)
family	cells	cell delay, ns
adders and majority gates	13	6.20
DFF	1	1.25
buffers and inverters	10	1.87
AOI/OAI and AO/OA	14	3.97
and+or+nand+nor	10	2.83
## cell families (layout without fill, tap and decap cells)
logic type,count (synthesis),after routing,synth area share (%)
buffers and inverters,11000,10800,14.2
adder cells (fa/ha/maj),10400,10400,62.1
AND/OR/NAND/NOR,8120,8120,14.6
AND-OR/OR-AND,1328,1328,3.12
multiplexers,485,485,1.88
flip-flops,414,414,3.56
XOR/XNOR,200,200,0.599
other,0,213,0
